### /design/flow/run.sh
#!/bin/bash
# OpenROAD 26Q1-2900-gdf79404cd8, Yosys 0.63+post, stock flow scripts
make -C /OpenROAD-flow-scripts/flow DESIGN_CONFIG=/design/flow/config.mk WORK_HOME=/design/flow/orfs finish
### /design/flow/config.mk
export PLATFORM = sky130hd
export DESIGN_NAME = Timer
export DESIGN_NICKNAME = Timer
export VERILOG_FILES = /design/flow/design.v
export SDC_FILE = /design/flow/constraint.sdc
export NUM_CORES = 4
export LEC_CHECK = 1
export CORE_UTILIZATION = 30
### /design/flow/constraint.sdc
current_design Timer

set clk_period 3.6
set clk_io_pct 0.2

create_clock -name clk0 -period $clk_period [get_ports {clk}]

set non_clock_inputs [all_inputs -no_clocks]
set_input_delay [expr $clk_period * $clk_io_pct] -clock clk0 $non_clock_inputs
set_output_delay [expr $clk_period * $clk_io_pct] -clock clk0 [all_outputs]
### /design/flow/design.v
module Seg7Encoder (input logic [0:7]char, output logic [0:7] seg);
always_comb begin
	case (char)
			8'h30: seg = 8'b11111100;
			8'h31: seg = 8'b01100000;
			8'h32: seg = 8'b11011010;
			8'h33: seg = 8'b11110010;
			8'h34: seg = 8'b01100110;
			8'h35: seg = 8'b10110110;
			8'h36: seg = 8'b00111110;
			8'h37: seg = 8'b11100000;
			8'h38: seg = 8'b11111110;
			8'h39: seg = 8'b11100110;
		default: seg = 8'b0;
	endcase
	seg = ~seg;
end
endmodule
module Timer (input clk, output logic [0:7] display1, input logic [5:0] data, 
input logic write, input logic pause, output logic [5:0] outseconds, input logic forward);
	logic [0:26] tickCounter = 0;
	logic [4:0] actualSeconds = 0;
	logic [0:7] hichar;
	logic [0:7] lochar;
	logic oneshot;
	Seg7Encoder seg1 (actualSeconds+8'h30, display1);	
	assign outseconds = actualSeconds;
	always_ff @ (posedge clk) begin : COUNTER
		if (write == 0) oneshot <= ~oneshot;		
		if (tickCounter == 50000000) begin
			if (forward) actualSeconds <= actualSeconds + 1;				
			else actualSeconds <= actualSeconds - 1;
			tickCounter <= 0;
		end
		if (actualSeconds == 10 && forward) begin
			actualSeconds <= 0;
		end
		if (actualSeconds == 31 && !forward) begin
			actualSeconds <= 9;
		end
		if (!pause) tickCounter <= tickCounter + 1;
		if (write && !oneshot) begin
			oneshot <= 1;
			actualSeconds <= data;
			tickCounter <= 0;
		end
	end
endmodule
==> GITHUB_STEP_SUMMARY <==
## Implementation flow summary

| Metric | Value |
|---|---|
| Die Wd | 85.88 um |
| Grt ovf | 0 |
| RSZ-0062 raised after global routing | no |
| DIE AREA | 0.007375 mm2 |
| Final setup vio count | 0 |
| H-tree Lvls | 2 |
| Antenna Cells | 0 |
| Fin crit share | 75.86% |
| FMAX | 366.2 MHz |
| FP Util | 31.07% |
| Mapped Area | 0.002111 mm2 |
| Drt first pass iters | 5 |
| Power Density | 348.0 mW/mm2 |
| Final WL | 4364 um |
| FFs w/ async S/R, synth | 0% |
| Clock transition at path regs | 0.07 ns |
| Final slew viol count | 0 |
| Ports | 24 |
| Status | completed |
| Post-synth EDFFs | 5 |
| # Cells Yosys | 253 |
| Main synth FF type | dfxtp_1 |
| Cell count after synthesis | 253 |
| Crit-path max FO | 13 |
| Min cycle time layout | 2.731 ns |
| Initial antenna violation count | 0 |
| Worst Tran Pin Value | 0.5316 ns |
| Leakage | 0.8230 nW |
| Setup bufs post-CTS | 0 |
| Distinct lib cells used | 50 |
| Worst Skew | 0.009408 ns |
| CTS Sinks | 33 |
| Vias per Instance | 5.078 |
| R2R cell count | 5 |
| Num CTS Buffers | 5 |
| Die Height | 85.88 um |
| CTS tree | yes |
| Core ar. | 0.006794 mm2 |
| Area share, top type | 26.56% |
| Post-synthesis sequential area ratio | 33.67% |
| Largest net degree at the start of global routing | 31 |
| Remaining DRCs | 0 |
| Tot GR Track Use | 12.58% |
| Hold Path Depth | 1 |
| YS chip area | 0.002111 mm2 |
| Worst path required time | 2.88 ns |
| CP Capture Type | output pin |
| Tool Warnings | 27 |
| Global-route wire length before repair | 7555 um |
| Synth area leader | dfxtp_1 |
| Post-route cell area | 0.002390 mm2 |
| Most frequent cells in the layout | dfxtp_1, a21oi_1, nor2_1, clkdlybuf4s50_1, nand2_1 |
| Share of layout cells above drive strength 1 | 6.489% |
| Worst hold path type | flop to flop |
| Slowest CP cell | edfxtp_1 |
| Maximum VDD drop | 0.2118 mV |
| Final setup TNS | 0 ns |
| Worst path max stage delay | 0.61 ns |
| Post-DP HPWL | 3022 um |
| Placed cell area | 0.002307 mm2 |
| Via count | 1818 |
| Antenna violation net count after detailed routing | 0 |
| Vias in the first global route | 1638 |
| Number of DRC markers in iteration 0 | 93 |
| CTS Hold Bufs | 0 |
| Synth warnings | 2 |
| Max cap viols | 0 |
| Final tally of hold violations | 0 |
| Root Buffer | clkbuf_8 |
| Commonest Layout Cell | dfxtp_1 |
| FP Rows | 30 |
| Worst Setup Start Kind | flop |
| Kind of critical path | flop to output pin |
| Cell area leaders | dfxtp_1, edfxtp_1, a21oi_1, nor2_1, xnor2_1 |
| Crit path DAT | 2.01 ns |
| I/O Buffers | 20 |
| Routability-driven placement congestion ratio | 0.8347 |
| Post-cts resize count | 0 |
| Total of fill cells in the finished design | 714 |
| CTS Buffer Depth | 2 |
| Syn Area/Cell | 8.343 um2 |
| Layout area overhead | 13.22% |
| Crit-path cells | and2_1 > nor2_1 > o311ai_0 > clkdlybuf4s50_1 |
| Clock Latency Late Sink | 0.28 ns |
| DR WL/cell | 12.19 um |
| Flops after synth | 33 |
| Slew HR | 64.56% |
-- worst max-delay path, delay by kind of cell, from the launching register on --
family,cells,cell delay (ns)
AND/OR/NAND/NOR,2,0.46
AND-OR/OR-AND,1,0.13
flip-flops,1,0.61
buffers and inverters,1,0.52
-- metal layers --
layer | global-route usage (%) | routed length, um
met1 | 20.11 | 2287
met3 | 1.855 | 116
met2 | 18.69 | 1882
met4 | 2.121 | 78
met5 | 0 | 0
-- flip-flops by register name (all words and copies together), names as in the netlist --
signal         flops
oneshot            1
actualSeconds      5
tickCounter       27
-- layout make-up --
cell class / count / area (um2) / area share, %
Multi-Input combinational cell: 193 / 1239 / 51.83
Tap cell: 96 / 120.1 / 5.026
Clock inverter: 2 / 10.01 / 0.4188
Clock buffer: 6 / 72.57 / 3.037
Sequential cell: 33 / 710.7 / 29.74
Timing Repair Buffer: 22 / 215.2 / 9.005
Inverter: 6 / 22.52 / 0.9424
-- through the flow --
step | utilization, % | std cells | setup slack (ns) | hold slack (ns) | power, mW
finish | 35.18 | 358 | 0.8691 | 0.4155 | 0.8316
global route | 35.18 | 358 | 0.7466 | 0.4491 | 0.8788
CTS | 35.18 | 358 | 0.8571 | 0.4234 | 0.8462
detailed placement | 33.96 | 350 | 0.7643 | 0.4061 | 0.5752
global placement | 33.96 | 350 | 0.7893 | 0.4003 | 0.5738
floorplan | - | 253 | 1.542 | 0.3778 | 0.5193
-- where the power goes --
group	total, mW	switching (mW)	internal (mW)	leakage [nW]
Clock	0.264	0.130	0.134	0.0450
Combinational	0.139	0.0604	0.0782	0.505
Sequential	0.429	0.0334	0.396	0.273
-- worst paths after layout --
kind                                         end  slack (ns)              from
worst min-delay path                     oneshot        0.42           oneshot
worst max-delay path                 display1[6]        0.87  actualSeconds[1]
worst min register to register           oneshot        0.42           oneshot
worst max register to register  actualSeconds[4]        1.56  actualSeconds[0]
-- synth_stat cells (all sizes together), types with 4 or more instances --
master	number
dfxtp	28
a21oi	25
nor2	20
nand2	17
nand3	13
buf	12
nand4	12
o21ai	9
or3	9
clkbuf	8
nand2b	8
xnor2	8
o211ai	7
xor2	7
and4	6
inv	6
nor2b	6
edfxtp	5
ha	5
or4	5
o311ai	4
-- logic make-up after synthesis --
logic type               after synthesis  synth area share (%)
AND/OR/NAND/NOR                      112                 31.00
multiplexers                           1                0.4742
AND-OR/OR-AND                         57                 16.60
adder cells (fa/ha/maj)                6                 3.912
buffers and inverters                 27                 7.765
XOR/XNOR                              15                 6.224
flip-flops                            33                 33.67
other                                  2                0.3558
Power and IR drop assume default switching activity.
